[design/flow/config.mk]
export PLATFORM = sky130hd
export DESIGN_NAME = APB_MASTER
export DESIGN_NICKNAME = APB_MASTER
export VERILOG_FILES = /design/flow/design.v
export SDC_FILE = /design/flow/constraint.sdc
export NUM_CORES = 4
export LEC_CHECK = 1
export CORE_UTILIZATION = 40
[design/flow/run.sh]
#!/bin/bash
# OpenROAD 26Q1-2900-gdf79404cd8, Yosys 0.63+post, stock flow scripts
make -C /OpenROAD-flow-scripts/flow DESIGN_CONFIG=/design/flow/config.mk WORK_HOME=/design/flow/orfs finish
[design/flow/constraint.sdc]
current_design APB_MASTER

set clk_period 8.5
set clk_io_pct 0.2

create_clock -name clk0 -period $clk_period [get_ports {PCLK}]

set non_clock_inputs [all_inputs -no_clocks]
set_input_delay [expr $clk_period * $clk_io_pct] -clock clk0 $non_clock_inputs
set_output_delay [expr $clk_period * $clk_io_pct] -clock clk0 [all_outputs]
[design/flow/design.v]
module APB_MASTER #(parameter DATA_WIDTH = 'd32,  ADDRESS_WIDTH = 'd32, STRB_WIDTH = 'd4, SLAVES_NUM = 'd8) (
input  wire                      PCLK       ,
input  wire                      PRESETn    ,
input  wire  [ADDRESS_WIDTH-1:0] IN_ADDR    ,
input  wire  [DATA_WIDTH-1:0]    IN_DATA    ,
input  wire  [DATA_WIDTH-1:0]    PRDATA     ,
input  wire  [2:0]               IN_PROT    ,
input  wire                      IN_WRITE   ,
input  wire  [STRB_WIDTH-1:0]    IN_STRB    ,
input  wire                      Transfer   ,
input  wire                      PREADY     ,
input  wire                      PSLVERR    ,
output reg                       OUT_SLVERR ,
output reg   [DATA_WIDTH-1:0]    OUT_RDATA  ,
output reg   [ADDRESS_WIDTH-1:0] PADDR      ,
output reg   [DATA_WIDTH-1:0]    PWDATA     ,
output reg                       PWRITE     ,
output reg                       PENABLE    ,
output reg   [2:0]               PPROT      ,
output reg   [STRB_WIDTH-1:0]    PSTRB      ,
output reg     [SLAVES_NUM-1:0]  PSEL
  ); 
  reg  [1:0]  current_state , 
              next_state    ;
  localparam   [1:0]   IDLE     = 2'b00 ,
                       SETUP    = 2'b01 ,
                       ENABLE   = 2'b11 ;
  always @(posedge PCLK or negedge PRESETn)
    begin
      if(!PRESETn)
        begin
          current_state <= IDLE;          
        end
      else
        begin
          current_state <= next_state; 
        end 
    end
  always@(*)
    begin
      case(current_state)            
            IDLE:   begin 
                      if(!Transfer)
                        begin
                          next_state = IDLE ;
                        end
                      else
                        begin
                          next_state = SETUP ; 
                        end
                    end
            SETUP:  begin
                      next_state = ENABLE ;
                    end
            ENABLE: begin
                      if(Transfer & !PSLVERR)
                        begin
                          if(PREADY)
                            begin
                              next_state = SETUP ;
                            end
                          else
                            begin
                              next_state = ENABLE ;
                            end
                        end
                      else 
                        begin
                         next_state = IDLE ;
                        end
                    end
            default: next_state = IDLE ; 
      endcase
    end
  always @(posedge PCLK, negedge PRESETn) 
    begin
      if (!PRESETn)
        begin
     	    PSEL = 'b0 ;
        end
      else if (next_state == IDLE)
        begin
          PSEL = 'b0 ;
        end
      else
        begin
     	    case(IN_ADDR[28:26])
            3'b000: begin 
                      PSEL = 'b0000_0001 ;
                    end
            3'b001: begin 
                      PSEL = 'b0000_0010 ;
                    end
            3'b010: begin 
                      PSEL = 'b0000_0100 ;
                    end
            3'b011: begin 
                      PSEL = 'b0000_1000 ;
                    end
            3'b100: begin 
                      PSEL = 'b0001_0000 ;
                    end
            3'b101: begin 
                      PSEL = 'b0010_0000 ;
                    end
            3'b110: begin 
                      PSEL = 'b0100_0000 ;
                    end
            3'b111: begin 
                      PSEL = 'b1000_0000 ;
                    end
            default:begin 
                      PSEL = 'b0000_0000 ;
                    end
          endcase
        end
    end
 always @(posedge PCLK, negedge PRESETn)
   begin
     if(!PRESETn) 
       begin
         PENABLE    <= 1'b0 ;
         PADDR      <=  'b0 ;
         PWDATA     <=  'b0 ;
         PWRITE     <= 1'b0 ;
         OUT_RDATA  <=  'b0 ;
         PSTRB      <=  'b0 ;
         PPROT      <= 3'b0 ;
         OUT_SLVERR <= 1'b0 ;
       end
     else if(next_state == SETUP)
       begin
         PENABLE   <= 1'b0     ;
         PADDR     <= IN_ADDR  ;
         PWRITE    <= IN_WRITE ;
         PPROT     <= IN_PROT  ;
         if(IN_WRITE)
           begin
             PWDATA <= IN_DATA ;
             PSTRB  <= IN_STRB ;
           end
         else 
           begin
             PSTRB <= 'b0 ;
           end 
       end
     else if(next_state == ENABLE)
       begin
         PENABLE <= 1'b1;
         if(PREADY)
           OUT_SLVERR <= PSLVERR ;
           begin
             if(!IN_WRITE)
               begin
                 OUT_RDATA <= PRDATA ;
               end
           end
       end 
      else
        begin
          PENABLE <= 1'b0;
        end 
   end 
 endmodule
==> impl_metrics.env <==
# flow metrics
export IMPL_pre_cts_ws_ns=4.61
export IMPL_sw_frac_of_total=0.209
export IMPL_pwr_share_seq=0.376
export IMPL_clkLatencyLatePin_ns=0.50
export IMPL_p_int_mw=1.97
export IMPL_drc=0
export IMPL_max_freq_mhz=298
export IMPL_worst_setup_path_end_kind="flop"
export IMPL_leakage_nw=3.17
export IMPL_worst_path_buf_inv=2
export IMPL_cts_tree="built"
export IMPL_edf_count=0
export IMPL_rsz0062_at_grt="no"
export IMPL_post_cts_resized=0
export IMPL_peakVddDrop_mv=0.231
export IMPL_synth_area_top_cells="dfrtp_1 64%, mux2_2 17%, mux2_4 10%, buf_12 1.3%, mux2i_1 1.1%"
export IMPL_vias=3017
export IMPL_worst_pin_slew_ns=0.732
export IMPL_slowest_stage="buf_4"
export IMPL_crit_path_start_kind="input port"
export IMPL_numPortBuffers=222
export IMPL_wire_per_inst_um=15.9
export IMPL_yosys_area_top_type_share=0.639
export IMPL_hpwl_um=7440
export IMPL_ioPinCount=223
export IMPL_die_h_um=108
export IMPL_fp_util=0.414
export IMPL_crit_type="input port to flop"
export IMPL_ys_cells=268
export IMPL_gp_congestion=0.753
export IMPL_syn2layout_area_growth_pct=65.4
export IMPL_cts_root_buf="clkbuf_8"
export IMPL_relSlewSlack=0.512
export IMPL_skew_ns=0.00680
export IMPL_path_cells="clkdlybuf4s50_1 -> nor2b_4 -> mux2i_1 -> nor4bb_4 -> buf_4 -> mux2_2"
export IMPL_clk_pin_slew_ns=0.06
export IMPL_grt_max_degree=58
export IMPL_fin_crit_ns=3.35
export IMPL_tns_ns=0
export IMPL_total_power_mw=2.49
export IMPL_ys_ff=116
export IMPL_netlist_area_mm2=0.00450
export IMPL_crit_required_ns=8.89
export IMPL_ff_type="dfrtp_1"
export IMPL_cts_sinks=116
export IMPL_warnings=26
export IMPL_syn_avg_cell_area_um2=16.8
export IMPL_fin_crit_sh=0.395
export IMPL_wirelength_um=10500
export IMPL_chipWidth_um=108
export IMPL_cts_buffers=17
export IMPL_crit_fanout=32
export IMPL_dieArea_mm2=0.0117
export IMPL_firstDrtPassIters=4
export IMPL_async_reset_ff_frac=1.00
export IMPL_powerDensity_mw_per_mm2=335
export IMPL_hold_viol=0
export IMPL_place_area_mm2=0.00685
export IMPL_post_cts_buffers=0
export IMPL_maxCapViolations=0
export IMPL_diodes=0
export IMPL_ys_seq_frac=0.645
export IMPL_ys_chip_area_mm2=0.00450
export IMPL_combPwrFrac=0.339
export IMPL_yosys_top_cells_count="115 x dfrtp_1, 69 x mux2_2, 30 x mux2_4"
export IMPL_drive_above_1_share=0.273
export IMPL_dp_cells=624
export IMPL_critical_path_top_delay_family="buffers and inverters"
export IMPL_fin_hold_ws_ns=0.484
export IMPL_p_sw_mw=0.522
export IMPL_via_per_inst=4.60
export IMPL_antenna_found_initial=0
export IMPL_cp_arrival_ns=3.74
export IMPL_yosysTopAreaCell="dfrtp_1"
export IMPL_grt_ovfl_total=0
export IMPL_outcome="finished, final reports clean"
export IMPL_yosysWarnings=1
export IMPL_drtIter0Drc=72
export IMPL_clock_path_buffers=2
export IMPL_grt_pass1_wl_um=16500
export IMPL_cts_hold_buf=0
export IMPL_synth_cell_types=24
export IMPL_setup_viol=0
export IMPL_hold_path_class="flop to flop"
export IMPL_critPathMaxStageDelay_ns=0.51
export IMPL_fin_util=0.684
export IMPL_ant_nets=0
export IMPL_core_mm2=0.0109
export IMPL_grt_pass1_vias=3186
export IMPL_fin_ws_ns=5.15
export IMPL_synth_cells=268
export IMPL_groute_usage_overall=0.193
export IMPL_cts_htree_levels=4
export IMPL_fp_row_count=38
export IMPL_drv_slew=0
export IMPL_finalInstanceArea_mm2=0.00745
export IMPL_clkPwrFrac=0.285
export IMPL_layoutNonFillerInstCount=656
export IMPL_synth_top_cell_by_count="dfrtp_1"
==> power groups by stage <==
stage / logic [mW] / clock network, mW / registers [mW]
6_report: 0.846 / 0.712 / 0.937
5_1_grt: 0.917 / 0.757 / 0.971
4_1_cts: 0.863 / 0.728 / 0.939
==> flip-flops by register name, indices dropped and copies added (netlist names), 3 cells and up <==
register / count
OUT_RDATA: 32
PADDR: 32
PPROT: 3
PSEL: 8
PSTRB: 4
PWDATA: 32
current_state: 3
==> cell families (layout without fill, tap and decap cells) <==
group / after synthesis / after routing / synth area share
muxes: 106 / 106 / 0.289
DFF: 116 / 116 / 0.645
and+or+nand+nor: 23 / 23 / 0.0275
AOI/OAI and AO/OA: 6 / 6 / 0.00861
buffers and inverters: 17 / 265 / 0.0303
==> cell type report <==
| type | instances | area [um2] |
|---|---|---|
| tap | 140 | 175 |
| clock inverter | 9 | 125 |
| clock buffer | 23 | 477 |
| sequential | 116 | 2900 |
| fill | 760 | 3440 |
| timing repair buffer | 228 | 2260 |
| multi-input combinational | 135 | 1480 |
| inverter | 5 | 18.8 |
==> cells in the final DEF, fill, tap and decap left out, drive strengths merged <==
master,synthesis,layout
dfrtp,115,115
inv,5,5
nor3b,1,1
nor2b,2,2
dfstp,1,1
a21oi,1,1
clkdlybuf4s50,0,221
nor3,2,2
clkinvlp,0,2
o21a,1,1
clkinv,0,4
mux2,101,101
mux2i,5,5
nor2,7,7
clkbuf,1,23
nand2,7,7
buf,11,7
nor4bb,1,1
bufinv,0,3
a31o,1,1
o21ai,2,2
o21bai,1,1
nand2b,3,3
==> path summary, 6_finish.rpt <==
kind                                       startpoint               endpoint  slack, ns  cells past startpoint
max                                           PSLVERR  PWDATA[0]$_DFFE_PN0P_       5.15                      6
min                             PADDR[12]$_DFFE_PN0N_  PADDR[12]$_DFFE_PN0N_       0.48                      1
max reg2reg                current_state[2]$_DFF_PN0_  PWDATA[0]$_DFFE_PN0P_       6.39                      5
min reg2reg                     PADDR[12]$_DFFE_PN0N_  PADDR[12]$_DFFE_PN0N_       0.48                      1
max in group asynchronous                     PRESETn  PWDATA[5]$_DFFE_PN0P_       6.40                      2
min in group asynchronous                     PRESETn   PADDR[5]$_DFFE_PN0N_       1.07                      1
==> metal layers <==
layer  GRT usage  routed length [um]  vias to the layer above  part of all wire
met5           0                   0                        -                 0
met3      0.0890                1150                       10              0.11
li1            -                   -                     1398                 -
met1       0.274                4310                     1481              0.41
met2       0.290                4840                      128              0.46
met4      0.0274                 149                        0             0.014
Power and IR drop assume default switching activity.
